## design/flow/design.v

```verilog
module pipe_M_reg(
    input               clk_i,
    input               rst_n_i,
    input               M_stall_i,
    input               M_bubble_i,
    input      [63:0]   M_pc_i, 
    output reg [63:0]   M_pc_o,
    input      [63:0]   M_alu_result_i,
    output reg [63:0]   M_alu_result_o,
    input               M_reg_wen_i,
    output reg          M_reg_wen_o,
    input               M_reg_mux_i,
    output reg          M_reg_mux_o,
    input      [4:0]    M_reg_waddr_i,
    output reg [4:0]    M_reg_waddr_o, 
    input               M_mem_wen_i,
    output reg          M_mem_wen_o,
    input      [63:0]   M_mem_wdata_temp_i,
    output reg [63:0]   M_mem_wdata_temp_o,
    input      [63:0]   M_mem_addr_i,
    output reg [63:0]   M_mem_addr_o,
    input      [2:0]    M_l_mux_i,
    output reg [2:0]    M_l_mux_o,
    input      [2:0]    M_s_mux_i,
    output reg [2:0]    M_s_mux_o
);
    wire [63:0] M_pc_next;
    wire [63:0] M_alu_result_next;
    wire        M_reg_wen_next;
    wire        M_reg_mux_next;
    wire [4:0]  M_reg_waddr_next;
    wire        M_mem_wen_next;
    wire [63:0] M_mem_wdata_temp_next;
    wire [63:0] M_mem_addr_next;
    wire [2:0]  M_l_mux_next;
    wire [2:0]  M_s_mux_next;         
    assign M_pc_next = (M_stall_i) ? M_pc_o :
                       (M_bubble_i) ? M_pc_o :
                        M_pc_i;
    assign M_alu_result_next = (M_stall_i) ? M_alu_result_o :
                               (M_bubble_i) ? 64'b0 :
                               M_alu_result_i;
    assign M_reg_wen_next = (M_stall_i) ? M_reg_wen_o :
                            (M_bubble_i) ? 1'b0 :
                            M_reg_wen_i;
    assign M_reg_mux_next = (M_stall_i) ? M_reg_mux_o :
                            (M_bubble_i) ? 1'b0 :
                            M_reg_mux_i;
    assign M_reg_waddr_next = (M_stall_i) ? M_reg_waddr_o :
                              (M_bubble_i) ? 5'b0 :
                              M_reg_waddr_i;
    assign M_mem_wen_next = (M_stall_i) ? M_mem_wen_o :
                            (M_bubble_i) ? 1'b0 :
                            M_mem_wen_i;
    assign M_mem_wdata_temp_next = (M_stall_i) ? M_mem_wdata_temp_o :
                                   (M_bubble_i) ? 64'b0 :
                                   M_mem_wdata_temp_i;
    assign M_mem_addr_next = (M_stall_i) ? M_mem_addr_o :
                             (M_bubble_i) ? 64'b0 :
                             M_mem_addr_i;
    assign M_l_mux_next = (M_stall_i) ? M_l_mux_o :
                          (M_bubble_i) ? 3'b0 :
                          M_l_mux_i;
    assign M_s_mux_next = (M_stall_i) ? M_s_mux_o :
                          (M_bubble_i) ? 3'b0 :
                          M_s_mux_i;
    always@(posedge clk_i or negedge rst_n_i)begin
        if(~rst_n_i)begin
            M_pc_o <= 64'b0;             
            M_alu_result_o <= 64'b0;
            M_reg_wen_o <= 1'b0;
            M_reg_mux_o <= 1'b0;
            M_reg_waddr_o <= 5'b0;
            M_mem_wen_o <= 1'b0;
            M_mem_wdata_temp_o <= 64'b0;
            M_mem_addr_o <= 64'b0;
            M_l_mux_o <= 3'b0;
            M_s_mux_o <= 3'b0;         
        end
        else begin
            M_pc_o <= M_pc_next;             
            M_alu_result_o <= M_alu_result_next;
            M_reg_wen_o <= M_reg_wen_next;
            M_reg_mux_o <= M_reg_mux_next;
            M_reg_waddr_o <= M_reg_waddr_next;
            M_mem_wen_o <= M_mem_wen_next;
            M_mem_wdata_temp_o <= M_mem_wdata_temp_next;
            M_mem_addr_o <= M_mem_addr_next;
            M_l_mux_o <= M_l_mux_next;
            M_s_mux_o <= M_s_mux_next;         
        end
    end
endmodule
```

## design/flow/run.sh

```bash
#!/bin/bash
# OpenROAD 26Q1-2900-gdf79404cd8, Yosys 0.63+post, stock flow scripts
make -C /OpenROAD-flow-scripts/flow DESIGN_CONFIG=/design/flow/config.mk WORK_HOME=/design/flow/orfs finish
```

## design/flow/config.mk

```make
export PLATFORM = sky130hd
export DESIGN_NAME = pipe_M_reg
export DESIGN_NICKNAME = pipe_M_reg
export VERILOG_FILES = /design/flow/design.v
export SDC_FILE = /design/flow/constraint.sdc
export NUM_CORES = 4
export LEC_CHECK = 1
export CORE_AREA = 10 10 247 247
export DIE_AREA = 0 0 257 257
```

## design/flow/constraint.sdc

```tcl
current_design pipe_M_reg

set clk_period 1.5
set clk_io_pct 0.2

create_clock -name clk0 -period $clk_period [get_ports {clk_i}]

set non_clock_inputs [all_inputs -no_clocks]
set_input_delay [expr $clk_period * $clk_io_pct] -clock clk0 $non_clock_inputs
set_output_delay [expr $clk_period * $clk_io_pct] -clock clk0 [all_outputs]
```

==> tab_implementation.tex <==
% Yosys + OpenROAD metrics
\begin{tabular}{lr}
\hline
Metric & Value \\
\hline
\multicolumn{2}{l}{\textbf{Status}} \\
\quad Outcome & completed \\
\multicolumn{2}{l}{\textbf{Setup path}} \\
\quad Critical path class & reg -> out \\
\quad Kind of end point of the critical path & primary output \\
\quad CP top delay family & flip-flops \\
\quad Worst-path cell with the longest stage delay & dfrtp\_1 \\
\quad Startpoint class of the critical path & flip-flop \\
\quad Peak per-stage delay on the critical path & 0.37 ns \\
\quad List of cells traversed by the critical path & clkdlybuf4s15\_1 \\
\quad Count of buffer and inverter cells on the critical path & 1 \\
\quad Flop-to-flop setup slack & 0.49 ns \\
\quad Crit path DRT & roughly 1.2 ns \\
\quad Critical path data arrival time & around 1.2 ns \\
\quad Max Fanout on Critical Path & 2 \\
\multicolumn{2}{l}{\textbf{Clocking}} \\
\quad CTS H-Tree Depth & 1 \\
\quad Total clock buffers created by CTS & 31 \\
\quad Clock transition at path regs & roughly 0.060 ns \\
\quad CTS sink count & about 270 \\
\quad Clk Tree Root Cell & clkbuf\_16 \\
\quad Clock insertion delay at the later pin of the skew report & between 0.5 and 0.6 ns \\
\quad Clock tree buffer depth & 3 \\
\quad CTS tree & yes \\
\multicolumn{2}{l}{\textbf{Detailed routing}} \\
\quad Routed Antenna Nets & 0 \\
\quad WL/cell & 16.9 µm \\
\quad Residual DRC & 0 \\
\quad Detailed-router iteration count before antenna repair & 6 \\
\quad Routed vias & around 9300 \\
\quad Aggregate routed wire length & 40.3 mm \\
\quad First-iteration detailed-routing DRC count & 544 \\
\quad Via density per instance & $\sim$4 \\
\multicolumn{2}{l}{\textbf{Timing}} \\
\quad Achievable Freq & 689 MHz \\
\quad Crit path time final & 1.45 ns \\
\quad Rel. slew slack & between 40\% and 50\% \\
\quad Transition time at the pin with the least slew margin & approximately 0.82 ns \\
\quad Number of hold violations in the final report & 0 \\
\quad Max-slew violation total from the final report & 0 \\
\quad Worst clock skew on the final layout & 0 ns \\
\quad Cycle use final & approximately 97\% \\
\quad Finish-stage setup viols & 0 \\
\quad Final hold slack & $\sim$0.28 ns \\
\multicolumn{2}{l}{\textbf{Pwr}} \\
\quad Clock share of power & around two fifths \\
\quad Post-layout power & a little under 20 mW \\
\quad Leakage Power & around 8.3 nW \\
\quad Net load switching power & between 4 and 5 mW \\
\quad Int Pwr & 14.9 mW \\
\quad Share of total power in combinational logic & 17.1\% \\
\quad Areal power density over the cells & roughly 1000 nW/µm² \\
\quad Sequential fraction of design power & between 40\% and 50\% \\
\quad Peak supply drop & about 0.9 mV \\
\quad Fraction of power spent switching nets & $\sim$23\% \\
\multicolumn{2}{l}{\textbf{Job}} \\
\quad Stage-log warning count & 34 \\
\quad Max Cap Violations & 0 \\
\multicolumn{2}{l}{\textbf{GRT}} \\
\quad Overall overflow remaining after global route & 0 \\
\quad Antenna violations before repair & 9 \\
\quad Maximum number of pins on one net before global-route repair & 197 \\
\quad Global-route wire length before repair & 61.9 mm \\
\quad Number of global-route vias before repair & slightly below 10000 \\
\quad Gr usage total & 12.1\% \\
\multicolumn{2}{l}{\textbf{Place}} \\
\quad Final weighted congestion in routability-driven placement & about 0.84 \\
\quad Post-detailed-placement half-perimeter wirelength & $\sim$30 mm \\
\quad Port Buffer Count & 543 \\
\multicolumn{2}{l}{\textbf{Synth}} \\
\quad Synth area leader & dfrtp\_1 \\
\quad Yosys chip area & approximately 11000 µm² \\
\quad Synth top area share & between 60\% and 70\% \\
\quad Synth warn & 1 \\
\quad Count of distinct cell types in the synthesized netlist & 15 \\
\quad Synthesized area divided by synthesized cell count & approximately 11 µm² \\
\quad Portion of the post-synthesis area used by sequential elements & 60.7\% \\
\quad Cell total in the yosys stat output & just over 1000 \\
\quad Cell area after synthesis & 11100 µm² \\
\quad Mapped Cells & about 1000 \\
\quad \#FFs+latches synth & roughly 270 \\
\quad Synth area leaders & dfrtp\_1 (61\%), nand2b\_1 (11\%), o21ai\_0 (8.1\%), mux2\_4 (6.7\%), nand2\_1 (6.6\%) \\
\multicolumn{2}{l}{\textbf{Die}} \\
\quad IO Pins & around 540 \\
\quad Row cnt & $\sim$86 \\
\quad Fp util & about 20\% \\
\quad Height of the die & around 260 µm \\
\quad Core footprint & about 55000 µm² \\
\quad Floorplan die width & around 260 µm \\
\quad Total die size & $\sim$66000 µm² \\
\multicolumn{2}{l}{\textbf{Final layout}} \\
\quad Share of cells above drive strength 1 & 20.1\% \\
\quad FILL cells & 5583 \\
\quad Synth-to-Final Area Change & 66.1\% \\
\multicolumn{2}{l}{\textbf{Worst hold path}} \\
\quad Class of the tightest hold or removal check & in -> reg \\
\hline
\end{tabular}
[layout make-up]
type                            count  area, µm²  share of cell area, %
Antenna cell                        2       5.00                 0.0271
Clock inverter                      7        113                  0.609
Multi-Input combinational cell    663       3950                   21.4
Timing Repair Buffer              644       5800                   31.4
Clock buffer                       48        930                   5.03
Sequential cell                   270       6760                   36.5
Tap cell                          748        936                   5.06
[metal layers]
metal	part of all wire (%)	global-route usage, %	up-vias	wire (µm)
met2	47	19.5	343	19100
met1	40	14.8	4377	16000
met4	2.5	2.48	14	1020
met3	10	5.38	70	4100
li1	-	-	4495	-
met5	0.29	0	-	115
[registers in the layout (all words and copies together) (netlist names)]
name                flops
M_pc_o                 64
M_reg_wen_o             1
M_l_mux_o               3
M_mem_addr_o           64
M_reg_waddr_o           5
M_alu_result_o         64
M_reg_mux_o             1
M_s_mux_o               3
M_mem_wen_o             1
M_mem_wdata_temp_o     64
[repair_timing]
item	in CTS	in global routing
gates resized	684	39
endpoints found under the setup margin	270	48
endpoints found under the hold margin	188	0
hold buffers	3	0
setup buffers	60	13
[path summary, 6_finish.rpt]
kind,from,to,cells past startpoint
hold / removal,M_alu_result_i[49],M_alu_result_o[49],3
setup reg to reg,M_pc_o[57],M_pc_o[57],3
setup / recovery,M_alu_result_o[10],M_alu_result_o[10],1
max in group asynchronous,rst_n_i,M_mem_addr_o[47],4
hold reg to reg,M_alu_result_o[0],M_alu_result_o[0],2
min in group asynchronous,rst_n_i,M_pc_o[35],3
[synth_stat cells, drive strengths merged]
cell type,instances
o21ai,196
nand2,196
nor2,1
buf,34
clkbuf,41
nand2b,196
a22o,10
mux2,64
dfrtp,270
[layout by cell type (no fill, tap or decap), drive strengths merged]
cell           instances
nor2                   1
clkdlybuf4s15        156
nand2b               196
clkinvlp               1
dlygate4sd3            2
a22o                  10
clkdlybuf4s50        270
clkbuf                84
buf                  180
clkinv                 3
o21ai                196
nand2                196
dfrtp                270
diode                  2
mux2                  64
bufinv                 3
[kinds of logic after synthesis]
family,Yosys count,synth area share [%]
flops,270,60.7
buf+inv,75,3.81
mux,64,8.16
compound gates,206,9.60
simple gates,393,17.7
[power by group through the flow]
| stage | registers, mW | logic (mW) | clock network (mW) |
|---|---|---|---|
| 4_1_cts | 8.34 | 3.41 | 8.03 |
| 5_1_grt | 8.43 | 3.67 | 8.32 |
| 6_report | 8.34 | 3.33 | 7.74 |
[through the flow]
step / utilization, % / instance area, µm² / std cells / worst slack (ns) / TNS (ns)
2_1_floorplan: - / 11100 / 1008 / 0.150 / 0
3_3_place_gp: 31.5 / 17400 / 2249 / 0.0683 / 0
3_5_place_dp: 31.5 / 17400 / 2249 / 0.0455 / 0
4_1_cts: 33.6 / 18600 / 2367 / 0.000953 / 0
5_1_grt: 33.4 / 18500 / 2381 / -0.00823 / -0.0153
6_report: 33.4 / 18500 / 2382 / 0.0496 / 0
Power is estimated from default activity; no workload was simulated.
