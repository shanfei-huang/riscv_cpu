===== flow/design.v =====
module pipe_E_reg(
    input               clk_i,
    input               rst_n_i,
    input               E_stall_i,
    input               E_bubble_i,
    input      [63:0]   E_pc_i,
    output reg [63:0]   E_pc_o,
    input      [63:0]   E_imm_i,
    output reg [63:0]   E_imm_o,
    input      [63:0]   E_reg_rdata1_i,
    output reg [63:0]   E_reg_rdata1_o,
    input      [63:0]   E_reg_rdata2_i,
    output reg [63:0]   E_reg_rdata2_o,
    input      [4:0]    E_reg_raddr1_i,
    output reg [4:0]    E_reg_raddr1_o,
    input      [4:0]    E_reg_raddr2_i,
    output reg [4:0]    E_reg_raddr2_o,
    input      [4:0]    E_reg_waddr_i,
    output reg [4:0]    E_reg_waddr_o,
    input               E_reg_mux_i,
    output reg          E_reg_mux_o,
    input               E_reg_wen_i,
    output reg          E_reg_wen_o,
    input      [2:0]    E_l_mux_i,
    output reg [2:0]    E_l_mux_o,
    input      [2:0]    E_s_mux_i,
    output reg [2:0]    E_s_mux_o,
    input      [4:0]    E_alu_op_i,
    output reg [4:0]    E_alu_op_o,             
    input      [1:0]    E_aludata1_mux_i,
    output reg [1:0]    E_aludata1_mux_o,
    input      [1:0]    E_aludata2_mux_i,
    output reg [1:0]    E_aludata2_mux_o,
    input               E_mem_wen_i,
    output reg          E_mem_wen_o,
    input      [63:0]   E_mem_wdata_temp_i,
    output reg [63:0]   E_mem_wdata_temp_o
);
    wire [63:0] E_pc_next;
    wire [63:0] E_imm_next;
    wire [63:0] E_reg_rdata1_next;
    wire [63:0] E_reg_rdata2_next;
    wire [4:0]  E_reg_waddr_next;
    wire [4:0]  E_reg_raddr1_next;
    wire [4:0]  E_reg_raddr2_next;
    wire        E_reg_mux_next; 
    wire        E_reg_wen_next; 
    wire [2:0]  E_l_mux_next; 
    wire [2:0]  E_s_mux_next;
    wire [4:0]  E_alu_op_next;
    wire [1:0]  E_aludata1_mux_next;
    wire [1:0]  E_aludata2_mux_next;
    wire        E_mem_wen_next;
    wire [63:0] E_mem_wdata_temp_next;
    assign E_pc_next = (E_stall_i) ? E_pc_o :
                       (E_bubble_i) ? E_pc_o :
                       E_pc_i;
    assign E_imm_next = (E_stall_i) ? E_imm_o :
                        (E_bubble_i) ? 64'b0 :
                        E_imm_i;
    assign E_reg_rdata1_next = (E_stall_i) ? E_reg_rdata1_o :
                               (E_bubble_i) ? 64'b0 :
                               E_reg_rdata1_i;
    assign E_reg_rdata2_next = (E_stall_i) ? E_reg_rdata2_o :
                               (E_bubble_i) ? 64'b0 :
                               E_reg_rdata2_i;
    assign E_reg_raddr1_next = (E_stall_i) ? E_reg_raddr1_o :
                               (E_bubble_i) ? 5'b0 :
                               E_reg_raddr1_i;
    assign E_reg_raddr2_next = (E_stall_i) ? E_reg_raddr2_o :
                               (E_bubble_i) ? 5'b0 :
                               E_reg_raddr2_i;
    assign E_reg_waddr_next = (E_stall_i) ? E_reg_waddr_o :
                              (E_bubble_i) ? 5'b0 :
                              E_reg_waddr_i;
    assign E_reg_mux_next = (E_stall_i) ? E_reg_mux_o :
                            (E_bubble_i) ? 1'b0 :
                            E_reg_mux_i;
    assign E_reg_wen_next = (E_stall_i) ? E_reg_wen_o :
                            (E_bubble_i) ? 1'b0 :
                            E_reg_wen_i;
    assign E_l_mux_next = (E_stall_i) ? E_l_mux_o :
                          (E_bubble_i) ? 3'b0 :
                          E_l_mux_i;
    assign E_s_mux_next = (E_stall_i) ? E_s_mux_o :
                          (E_bubble_i) ? 3'b0 :
                          E_s_mux_i;
    assign E_alu_op_next = (E_stall_i) ? E_alu_op_o :
                           (E_bubble_i) ? 5'b0 : 
                           E_alu_op_i;
    assign E_aludata1_mux_next = (E_stall_i) ? E_aludata1_mux_o :
                                 (E_bubble_i) ? 2'b00 :
                                 E_aludata1_mux_i;
    assign E_aludata2_mux_next = (E_stall_i) ? E_aludata2_mux_o :
                                 (E_bubble_i) ? 2'b01 :
                                 E_aludata2_mux_i;
    assign E_mem_wen_next = (E_stall_i) ? E_mem_wen_o :
                            (E_bubble_i) ? 1'b0 :
                            E_mem_wen_i;
    assign E_mem_wdata_temp_next = (E_stall_i) ? E_mem_wdata_temp_o :
                                   (E_bubble_i) ? 64'b0 :
                                   E_mem_wdata_temp_i;
    always@(posedge clk_i or negedge rst_n_i)begin
        if(~rst_n_i)begin
            E_pc_o <= 64'b0;
            E_imm_o <= 64'b0;
            E_reg_rdata1_o <= 64'b0;
            E_reg_rdata2_o <= 64'b0;
            E_reg_raddr1_o <= 5'b0;
            E_reg_raddr2_o <= 5'b0;
            E_reg_waddr_o <= 5'b0;
            E_reg_mux_o <= 1'b0;
            E_reg_wen_o <= 1'b0;
            E_l_mux_o <= 3'b0;
            E_s_mux_o <= 3'b0;
            E_alu_op_o <= 5'b0;
            E_aludata1_mux_o <= 2'b00;
            E_aludata2_mux_o <= 2'b01;
            E_mem_wen_o <= 1'b0;
            E_mem_wdata_temp_o <= 64'b0;
        end
        else begin
            E_pc_o <= E_pc_next;
            E_imm_o <= E_imm_next;
            E_reg_rdata1_o <= E_reg_rdata1_next;
            E_reg_rdata2_o <= E_reg_rdata2_next;
            E_reg_raddr1_o <= E_reg_raddr1_next;
            E_reg_raddr2_o <= E_reg_raddr2_next;
            E_reg_waddr_o <= E_reg_waddr_next;
            E_reg_mux_o <= E_reg_mux_next;
            E_reg_wen_o <= E_reg_wen_next;
            E_l_mux_o <= E_l_mux_next;
            E_s_mux_o <= E_s_mux_next;
            E_alu_op_o <= E_alu_op_next;
            E_aludata1_mux_o <= E_aludata1_mux_next;
            E_aludata2_mux_o <= E_aludata2_mux_next;
            E_mem_wen_o <= E_mem_wen_next;
            E_mem_wdata_temp_o <= E_mem_wdata_temp_next;
        end
    end
endmodule

===== flow/config.mk =====
export PLATFORM = sky130hd
export DESIGN_NAME = pipe_E_reg
export DESIGN_NICKNAME = pipe_E_reg
export VERILOG_FILES = /design/flow/design.v
export SDC_FILE = /design/flow/constraint.sdc
export NUM_CORES = 4
export LEC_CHECK = 1
export CORE_AREA = 10 10 358 358
export DIE_AREA = 0 0 368 368

===== flow/constraint.sdc =====
current_design pipe_E_reg

set clk_period 1.0
set clk_io_pct 0.2

create_clock -name clk0 -period $clk_period [get_ports {clk_i}]

set non_clock_inputs [all_inputs -no_clocks]
set_input_delay [expr $clk_period * $clk_io_pct] -clock clk0 $non_clock_inputs
set_output_delay [expr $clk_period * $clk_io_pct] -clock clk0 [all_outputs]

===== flow/run.sh =====
#!/bin/bash
# OpenROAD 26Q1-2900-gdf79404cd8, Yosys 0.63+post, stock flow scripts
make -C /OpenROAD-flow-scripts/flow DESIGN_CONFIG=/design/flow/config.mk WORK_HOME=/design/flow/orfs finish

==> impl_metrics.yaml <==
# implementation run metrics
critical_path:
  crit_required_ps: 800
  critPathMaxStageDelay_ps: 530
  cp_slowest_cell: "dfstp_2"
  crit_type: "reg -> out"
  crit_path_start_kind: "register"
  critPathMaxFanout: 2
  crit_buf_inv: 1
  crit_arrival_ps: 1190
  worstPathCellList: "buf_2"
  critPathCaptureType: "primary output"
  cp_top_family: "flip-flops"
timing:
  layout_setup_ws_ps: -391
  final_max_slew_viol_count: 0
  finalSetupViolations: 429
  period_used_pct: 139
  max_slew.worst_pin.slew_ps: 340
  max_freq_mhz: 719
  hold_ws_ps: 111
  rsz0062_at_grt: "yes"
  relSlewSlack_pct: 77.3
  hold_viol: 0
  clock_skew_ps: 0
  min_period_ps: 1390
pwr:
  power_frac_clock_pct: 41.9
  power_density_mw_per_mm2: 1560
  seqPwrFrac_pct: 41.8
  sw_frac_of_total_pct: 24.7
  p_comb_share_pct: 16.3
  p_int_uw: 29300
  p_leak_uw: 0.0113
  peakVddDrop_mv: 0.976
  power_switching_uw: 9600
logic_synthesis:
  async_reset_ff_share_pct: 100
  numSynthFlops: 353
  ys_seq_share_pct: 61.8
  syn_inst: 1353
  yosys-stat-area_sq_mm: 0.0143
  ys_types: 14
  synth_area_per_cell_sq_um: 10.6
  syn-cell-area_sq_mm: 0.0143
  edf_count: 0
  ys_warn_count: 1
  ys_cells: 1353
  flop_cell: "dfrtp_1"
route:
  drtIter0Drc: 642
  drc_errors: 0
  via_per_inst: 3.31
  wire_per_inst_um: 17.4
  postRouteAntennaNets: 0
  detail_route.first_pass.iterations: 5
  routed-via-count: 12844
  routed_wirelength_um: 67400
clock_tree:
  cts_max_level: 2
  tritoncts: "done"
  cts-root-buf: "clkbuf_16"
  cts_sinks: 353
  clock_latency_ps: 590
  numCtsBuffers: 43
  clockBufferDepth: 3
  clk_pin_slew_ps: 60
finish:
  final_cell_count_no_fill: 3885
  area_growth_pct: 74.7
  drive_above_1_share_pct: 29.0
die:
  num_io_pins: 710
  die_x_um: 368
  die_height_um: 368
  design.core.area_sq_mm: 0.120
  initCoreUtil_pct: 11.9
  chip_area_sq_mm: 0.135
  rows: 127
placed_design:
  place_congestion: 0.833
  dp_hpwl_um: 52800
  placed_cells: 3670
  io_buffers: 709
grt:
  grt_util_all_layers_pct: 9.64
  antenna_found_initial: 29
  grt_pass1_wl_um: 96200
  grt.overflow.total: 0
  grt_pass1_vias: 13195
  grt_max_degree: 55
flow_run:
  tool_warnings: 28
  max_cap_viol_count: 0
min_path:
  hold_path_class: "in -> reg"
run_status:
  violations: "setup timing"
  status: "finished with violations"
state kept, by name (all words and copies together) (netlist names), 64 cells and up:
signal              cells
E_reg_rdata2_o         64
E_mem_wdata_temp_o     64
E_pc_o                 64
E_imm_o                64
E_reg_rdata1_o         64
layer usage:
| layer | wire (um) | GRT usage [%] |
|---|---|---|
| met5 | 287 | 0 |
| met4 | 1430 | 1.67 |
| met3 | 8480 | 5.37 |
| met2 | 29900 | 14.9 |
| met1 | 27300 | 11.9 |
metrics by stage:
| step | utilization (%) | power (uW) | cell area [sq um] | TNS (ps) | worst slack [ps] |
|---|---|---|---|---|---|
| floorplan | - | 17700 | 14300 | -5060 | -80.2 |
| global placement | 20.1 | 23600 | 24100 | -80430 | -299 |
| detailed placement | 20.1 | 23600 | 24100 | -81830 | -304 |
| CTS | 20.4 | 39500 | 24500 | -131350 | -459 |
| global route | 20.8 | 40900 | 25000 | -133690 | -458 |
| finish | 20.8 | 38900 | 25000 | -104820 | -391 |
Yosys cell counts, types with 3 or more instances:
cell	count	area share (%)
dfrtp_1	352	62
o21ai_0	241	8.4
o21ai_1	32	1.1
buf_2	35	1.2
clkbuf_1	56	1.5
nand2_1	273	7.2
buf_4	3	0.16
buf_6	6	0.47
a22o_1	16	0.98
nand2b_1	272	12
mux2_1	64	5.0
logic make-up (layout without fill, tap and decap cells):
group                  after synthesis  after routing  share of synthesized area, %
AND/OR/NAND/NOR                    547            547                          19.2
flip-flops                         353            353                          61.8
AND-OR/OR-AND                      289            289                          10.5
buffers and inverters              100           1016                          3.33
multiplexers                        64             64                          5.04
other                                0              4                             0
cells in the final DEF, fill, tap and decap left out, types with 2 or more instances in the layout:
master / Yosys / layout
buf_4: 3 / 187
clkbuf_8: 0 / 8
a22o_1: 16 / 16
nand2b_1: 272 / 272
mux2_1: 64 / 61
dfrtp_2: 0 / 2
buf_12: 0 / 41
nand2_1: 273 / 273
clkinvlp_4: 0 / 3
buf_6: 6 / 12
clkinv_2: 0 / 7
clkbuf_16: 0 / 45
o21ai_0: 241 / 241
clkbuf_1: 56 / 9
o21ai_1: 32 / 32
clkdlybuf4s50_1: 0 / 353
buf_2: 35 / 342
mux2_4: 0 / 3
diode_2: 0 / 4
dlygate4sd3_1: 0 / 2
bufinv_16: 0 / 4
dfrtp_1: 352 / 350
buf_8: 0 / 2
path summary, 6_finish.rpt:
check,cells past startpoint,slack [ps],to,start
setup reg to reg,3,50,E_reg_raddr2_o[4],E_reg_raddr2_o[4]
setup / recovery,1,-390,E_aludata2_mux_o[0],E_aludata2_mux_o[0]
min in group asynchronous,3,370,E_reg_rdata2_o[5],rst_n_i
hold reg to reg,1,480,E_pc_o[22],E_pc_o[22]
hold / removal,4,110,E_reg_rdata2_o[62],E_stall_i
max in group asynchronous,7,-90,E_reg_rdata2_o[17],rst_n_i
power by group through the flow:
stage                 Sequential [uW]  Clock [uW]  Combinational, uW
after CTS                       16300       17000               6240
after global routing            16400       17500               7040
final                           16300       16300               6320
timing repair:
item | 4_1_cts | 5_1_grt
hold buffers | 6 | 1
resized | 1249 | 0
endpoints found under the setup margin | 353 | 429
buffers inserted | 62 | 66
endpoints found under the hold margin | 354 | 277
layout make-up:
cell class	count	area [sq um]
fill	13106	95200
sequential	353	8840
timing repair buffer	939	7650
multi-input combinational	900	4990
tap	1612	2020
clock buffer	62	1270
clock inverter	15	186
antenna	4	10.0
Power and IR drop assume default switching activity.
